==> flow/design.v <==
module multi_alu #(
    parameter WIDTH = 4
) (
    input                    clk,
    input                    rst_n,
    input                    need_add,
    input                    p_init,
    input      [2*WIDTH-1:0] AS,
    output reg [2*WIDTH-1:0] P
);
  always @(posedge clk or negedge rst_n) begin
    if (!rst_n) begin
      P <= 0;
    end else begin
      if (p_init) begin
        P <= (need_add == 1'b1) ? AS : 0;
      end else begin
        P <= (need_add == 1'b1) ? (AS + P) : P;
      end
    end
  end
endmodule
module multi_ctrl #(
    parameter WIDTH = 4
) (
    input                  clk,
    input                  rst_n,
    input                  i_valid,
    input      [WIDTH-1:0] BS,
    output reg [WIDTH-1:0] cnt,
    output reg             ready,
    output reg             o_valid,
    output                 need_add,
    output                 p_init
);
  wire  accept_input;
  assign accept_input = ready && i_valid;
  reg accept_input_p;
  always @(posedge clk or negedge rst_n) begin 
    if (!rst_n) begin
      accept_input_p <= 0;
    end else begin
      accept_input_p <= accept_input;
    end
  end
  always @(posedge clk or negedge rst_n) begin : cnt_gen
    if (!rst_n) begin
      cnt <= 0;
    end else begin
      if ((cnt == WIDTH - 1) || ready) begin
        cnt <= 0;
      end else begin
        cnt <= cnt + 1;
      end
    end
  end
  always @(posedge clk or negedge rst_n) begin : o_valid_gen
    if (!rst_n) begin
      o_valid <= 1'b0;
    end else begin
      if(WIDTH == 1 && !accept_input_p) begin
        o_valid <= 1'b0;
      end else if (cnt == WIDTH - 1) begin
        o_valid <= 1'b1;
      end else begin
        o_valid <= 1'b0;
      end
    end
  end
  always @(posedge clk or negedge rst_n) begin : ready_gen
    if (!rst_n) begin
      ready <= 1'b1;
    end else begin
      if (WIDTH == 1) begin 
        ready <= 1'b1;
      end else if (accept_input) begin
        ready <= 1'b0;
      end else if (cnt == WIDTH - 2) begin
        ready <= 1'b1;
      end else begin
        ready <= ready;
      end
    end
  end
  assign need_add = (BS[0] == 1'b1) ? 1'b1 : 1'b0;
  assign p_init   = (cnt == 0) ? 1'b1 : 1'b0;
endmodule
module multi_shifter #(
    parameter WIDTH = 4
) (
    input                    clk,
    input                    rst_n,
    input                    i_valid,
    input                    ready,
    input      [  WIDTH-1:0] A,
    input      [  WIDTH-1:0] B,
    input      [  WIDTH-1:0] cnt,
    output     [2*WIDTH-1:0] AS,
    output     [  WIDTH-1:0] BS
);
  reg [WIDTH-1:0] A_tmp;
  reg [WIDTH-1:0] B_tmp;
  always @(posedge clk or negedge rst_n) begin : A_tmp_gen
    if (!rst_n) begin
      A_tmp <= 0;
      B_tmp <= 0;
    end else begin
      if (ready && i_valid) begin
        A_tmp <= A;
        B_tmp <= B;
      end else begin
        A_tmp <= A_tmp;
        B_tmp <= B_tmp;
      end
    end
  end
  assign AS = A_tmp << cnt;
  assign BS = B_tmp >> cnt;
endmodule
module multiplier #(
    parameter WIDTH = 4
) (
    input                    clk,
    input                    rst_n,
    input      [  WIDTH-1:0] A,
    input      [  WIDTH-1:0] B,
    input                    i_valid,
    output reg               ready,
    output reg               o_valid,
    output reg [2*WIDTH-1:0] P
);
  wire [2*WIDTH-1:0] AS;
  wire [  WIDTH-1:0] BS;
  wire [  WIDTH-1:0] cnt;
  wire               need_add;
  wire               p_init;
  multi_ctrl #(
      .WIDTH(WIDTH)
  ) multi_ctrl_inst (
      .clk     (clk),
      .rst_n   (rst_n),
      .i_valid (i_valid),
      .BS      (BS),
      .cnt     (cnt),
      .ready   (ready),
      .o_valid (o_valid),
      .need_add(need_add),
      .p_init  (p_init)
  );
  multi_shifter #(
      .WIDTH(WIDTH)
  ) multi_shifter_inst (
      .clk    (clk),
      .rst_n  (rst_n),
      .i_valid(i_valid),
      .ready  (ready),
      .A      (A),
      .B      (B),
      .cnt    (cnt),
      .AS     (AS),
      .BS     (BS)
  );
  multi_alu #(
      .WIDTH(WIDTH)
  ) multi_alu_inst (
      .clk     (clk),
      .rst_n   (rst_n),
      .need_add(need_add),
      .p_init  (p_init),
      .AS      (AS),
      .P       (P)
  );
endmodule
==> flow/constraint.sdc <==
current_design multiplier

set clk_period 3.8
set clk_io_pct 0.2

create_clock -name clk0 -period $clk_period [get_ports {clk}]

set non_clock_inputs [all_inputs -no_clocks]
set_input_delay [expr $clk_period * $clk_io_pct] -clock clk0 $non_clock_inputs
set_output_delay [expr $clk_period * $clk_io_pct] -clock clk0 [all_outputs]
==> flow/config.mk <==
export PLATFORM = sky130hd
export DESIGN_NAME = multiplier
export DESIGN_NICKNAME = multiplier
export VERILOG_FILES = /design/flow/design.v
export SDC_FILE = /design/flow/constraint.sdc
export NUM_CORES = 4
export LEC_CHECK = 1
export CORE_AREA = 10 10 105 105
export DIE_AREA = 0 0 115 115
==> flow/run.sh <==
#!/bin/bash
# OpenROAD 26Q1-2900-gdf79404cd8, Yosys 0.63+post, stock flow scripts
make -C /OpenROAD-flow-scripts/flow DESIGN_CONFIG=/design/flow/config.mk WORK_HOME=/design/flow/orfs finish
==> reports/qor.txt <==
diode insertion count for antenna repair -> 0
pin count of the biggest net entering global routing -> 23
Syn. warnings -> 3
transition time at the pin with the least slew margin -> 549 ps
power share of the sequential group -> 0.284
Post-Synthesis Cell Area -> 0.00146 sq mm
sum of negative setup slack -> 0 ps
combined buffer and inverter count along the critical path -> 0
estimated wirelength of the detail-placed design -> 2.58 mm
number of DRC violations after detailed routing -> 0
PwrDens -> 862 mW/mm^2
maximum number of buffers from clock root to sink -> 2
fraction of power spent switching nets -> 0.425
Die W -> 115 um
cell total in the yosys stat output -> 150
via-per-instance ratio -> 4.22
Final period util -> 0.830
met1 track demand over resource in global routing -> 0.0762
chip area in the Yosys report -> 0.00146 sq mm
Worst Path Class, Setup -> reg2reg
number of top-level pins -> 21
top logic cell by instance count in the layout -> sky130_fd_sc_hd__dfrtp_1
crit path DRT -> 3960 ps
final weighted congestion in routability-driven placement -> 0.861
run status -> complete, no violations
Mapped Avg Cell Area -> 9.76 sq um
die outline area -> 0.0132 sq mm
Compound Share, Synth -> 0.166
number of pins exceeding their max-slew limit in the final report -> 0
violation tally from detailed-route iteration zero -> 48
worst reg2reg setup slack -> 650 ps
number of iterations in the first detailed-routing pass -> 4
setup repair after global routing missed its margin -> no
CTS HTree Levels -> 1
leakage power of the design -> 0.762 nW
count of mapped cells out of synthesis -> 150
IR drop worst, VDD -> 417 uV
met2 track demand over resource -> 0.0747
top flip-flop cell by instance count after synthesis -> sky130_fd_sc_hd__dfrtp_1
final number of hold-violating endpoints -> 0
Clock Sink Count -> 22
crit path max fanout -> 13
Clock Latency Late Sink -> 260 ps
Post-CTS Setup Repair Bufs -> 0
fraction of power consumed by the clock network -> 0.139
CP max stage cell -> sky130_fd_sc_hd__dfrtp_1
Min Hold Slack -> 505 ps
Clock Pin Slew Worst Setup and Hold Paths -> 80 ps
final std cells w/o fill -> 276
Top cell area share -> 0.359
Vias -> 1,166
count of filler cells inserted in the layout -> 957
number of buffers created by CTS -> 3
Gates resized, CTS repair -> 0
sequential share of the synthesized area -> 0.377
total number of warnings across the stage logs -> 28
Pint -> 911 uW
Pre-Place Util -> 0.167
number of enable flip-flop cells -> 0
worst slew margin relative to its limit -> 0.630
adder-cell share of the synthesized area -> 0.106
kind of capture point of the worst setup path -> flip-flop
# hold bufs at CTS -> 0
antenna violation net count after detailed routing -> 0
Cells after DPL -> 272
number of global-route vias before repair -> 1,103
Largest logic family -> AND-OR/OR-AND gates
layout-stage area growth over the synthesis result -> 25.6%
main area contributors after synthesis -> sky130_fd_sc_hd__dfrtp_1, sky130_fd_sc_hd__ha_1, sky130_fd_sc_hd__mux2_2
switching component of the power -> 674 uW
class of the most critical hold timing path -> reg2reg
combined global-route utilization of all metal layers -> 0.0502
library cell occupying the most area in the post-synthesis netlist -> sky130_fd_sc_hd__dfrtp_1
Most Crowded Layer GR -> met1
first-pass GRT wire length -> 5.54 mm
routed wirelength normalized by instance count -> 12.2 um
max-cap violations -> 0
core region area -> 0.00876 sq mm
FFs w/ async S/R, synth -> 1.00
Die H -> 115 um
antenna violations before repair -> 0
CP max stage delay -> 620 ps
number of flip-flops and latches in the synthesized netlist -> 22
synthesized-area fraction occupied by and/or/nand/nor cells -> 0.154
met3 GRT Util -> 0.0111
PortBufs -> 20
instance area at placement -> 0.00177 sq mm
mux share of post-synthesis cell area -> 0.120
sequence of cells on the critical path -> mux2_2 > a221oi_1 > a211oi_1 > ha_1 > a21o_1 > a31oi_1 > o21ai_1 > or3_1 > and3_1
overflow left after global routing -> 0
CTS root buffer -> sky130_fd_sc_hd__clkbuf_8
number of rows created at floorplan -> 34
fraction of power consumed by combinational cells -> 0.578
fmax -> 317 MHz
number of failing setup endpoints in the final timing report -> 0
final cell area excluding filler cells -> 0.00184 sq mm
data arrival time at the worst-slack endpoint -> 3310 ps
proportion of layout cells with a drive suffix above 1 -> 0.119
critical path launch point type -> flip-flop
Final Routed Wirelength -> 3.36 mm
post-synthesis share of cell area spent on xor and xnor gates -> 0.0359
Top cells excl fill/tap -> sky130_fd_sc_hd__dfrtp_1, sky130_fd_sc_hd__clkdlybuf4s50_1, sky130_fd_sc_hd__nand2_1
distinct cell type count after synthesis -> 45
worst clock skew -> 1.12 ps
CTS tree -> built
kind of cell adding the most delay to the critical path -> AND-OR/OR-AND gates
post-layout minimum cycle time -> 3150 ps
[worst paths after layout]
path,from,endpoint,cells past startpoint
worst min register to register,multi_shifter_inst.B_tmp[2]$_DFFE_PN0P_,multi_shifter_inst.B_tmp[2]$_DFFE_PN0P_,1
max in group asynchronous,rst_n,multi_ctrl_inst.ready$_DFFE_PN1P_,2
worst max register to register,multi_ctrl_inst.cnt[1]$_DFF_PN0_,multi_alu_inst.P[7]$_DFFE_PN0P_,9
worst max-delay path,multi_ctrl_inst.cnt[1]$_DFF_PN0_,multi_alu_inst.P[7]$_DFFE_PN0P_,9
min in group asynchronous,rst_n,multi_shifter_inst.B_tmp[3]$_DFFE_PN0P_,2
worst min-delay path,multi_shifter_inst.B_tmp[2]$_DFFE_PN0P_,multi_shifter_inst.B_tmp[2]$_DFFE_PN0P_,1
[power groups by stage]
stage / sequential [mW] / clock [mW] / combinational (mW)
global route: 0.472 / 0.235 / 1.03
finish: 0.450 / 0.220 / 0.916
CTS: 0.451 / 0.227 / 0.915
[stage by stage]
step / setup slack [ps] / power (mW) / utilization
detailed placement: 714 / 1.36 / 0.202
global route: 444 / 1.74 / 0.210
floorplan: 1020 / 1.13 / -
finish: 647 / 1.59 / 0.210
CTS: 670 / 1.59 / 0.210
global placement: 709 / 1.36 / 0.202
[cells in the mapped netlist, types with 2 or more instances]
library cell / instances
sky130_fd_sc_hd__ha_1: 10
sky130_fd_sc_hd__a211oi_1: 2
sky130_fd_sc_hd__clkbuf_1: 5
sky130_fd_sc_hd__a21oi_1: 9
sky130_fd_sc_hd__dfrtp_1: 21
sky130_fd_sc_hd__nand3_1: 6
sky130_fd_sc_hd__nor3_1: 5
sky130_fd_sc_hd__mux2_2: 10
sky130_fd_sc_hd__xnor2_1: 3
sky130_fd_sc_hd__nor4_1: 2
sky130_fd_sc_hd__o21ai_0: 8
sky130_fd_sc_hd__buf_6: 2
sky130_fd_sc_hd__inv_1: 4
sky130_fd_sc_hd__and2_1: 3
sky130_fd_sc_hd__nor2_1: 10
sky130_fd_sc_hd__nand2_1: 15
sky130_fd_sc_hd__mux2i_1: 4
sky130_fd_sc_hd__xor2_1: 3
sky130_fd_sc_hd__a21o_1: 2
[area by class of cell]
class / instances / area [sq um] / share of cell area
Clock buffer: 3 / 41.3 / 0.0224
Clock inverter: 1 / 30.0 / 0.0163
Inverter: 4 / 15.0 / 0.00816
Multi-Input combinational cell: 116 / 851 / 0.463
Sequential cell: 22 / 552 / 0.300
Tap cell: 108 / 135 / 0.0735
Timing Repair Buffer: 22 / 215 / 0.117
[cells by family (layout without fill, tap and decap cells)]
logic type | Yosys count | in the layout
DFF | 22 | 22
muxes | 15 | 15
xor gates and xnor gates | 6 | 6
buffers and inverters | 12 | 30
adders and majority gates | 12 | 12
AOI/OAI and AO/OA | 36 | 36
and+or+nand+nor | 47 | 47
[layer usage]
| metal | wire length (um) | share of wire |
|---|---|---|
| met2 | 1450 | 0.43 |
| met1 | 1730 | 0.52 |
| met5 | 0 | 0 |
| met4 | 0 | 0 |
| met3 | 175 | 0.052 |
[flip-flops by register name, summed over array words and instances (netlist names)]
signal / count
multi_ctrl_inst.ready: 1
multi_alu_inst.P: 8
multi_shifter_inst.B_tmp: 4
multi_ctrl_inst.cnt: 4
multi_ctrl_inst.o_valid: 1
multi_shifter_inst.A_tmp: 4
Power and IR drop assume default switching activity.
